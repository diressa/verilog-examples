**/design/flow/constraint.sdc**
```tcl
current_design accumulator

set clk_period 9.3
set clk_io_pct 0.2

create_clock -name clk0 -period $clk_period [get_ports {clk}]

set non_clock_inputs [all_inputs -no_clocks]
set_input_delay [expr $clk_period * $clk_io_pct] -clock clk0 $non_clock_inputs
set_output_delay [expr $clk_period * $clk_io_pct] -clock clk0 [all_outputs]
```
**/design/flow/run.sh**
```bash
#!/bin/bash
# OpenROAD 26Q1-2900-gdf79404cd8, Yosys 0.63+post, stock flow scripts
make -C /OpenROAD-flow-scripts/flow DESIGN_CONFIG=/design/flow/config.mk WORK_HOME=/design/flow/orfs finish
```
**/design/flow/design.v**
```verilog
module accumulator(
  input clk, reset,
  input [31:0] A,
  input [3:0] n,            
  output reg [31:0] Y
);
reg [31:0] sum;             
always @(posedge clk) begin
  if (reset == 1) begin
    sum <= 32'b0;           
  end
  else begin
    if (n < 4'b1001) begin  
      sum <= sum + A;
    end
    else begin
      Y <= sum + A;        
    end
  end
end
endmodule
```
**/design/flow/config.mk**
```make
export PLATFORM = sky130hd
export DESIGN_NAME = accumulator
export DESIGN_NICKNAME = accumulator
export VERILOG_FILES = /design/flow/design.v
export SDC_FILE = /design/flow/constraint.sdc
export NUM_CORES = 4
export LEC_CHECK = 1
export CORE_UTILIZATION = 50
```
==> reports/results.ini <==
[yosys]
ys.flops = 64
ys_area_um2 = 3860
yosys-stat-cells = 417
syn_inst = 417
syn-cell-area_um2 = 3860
ys_seq_share_pct = 41.4
ys_types = 55
flop_cell = edfxtp_1
top_cell = nand2_1
synthTopCellsByCount = nand2_1, a21oi_1, dfxtp_1, edfxtp_1, ha_1
avgSynthCellArea_um2 = 9.27
async_reset_ff_share_pct = 0
yosysWarnings = 1
synth_top_cell_by_area = edfxtp_1
top_area_share_pct = 24.9
edf_count = 32
area_leaders = edfxtp_1, dfxtp_1, ha_1

[die]
chipArea_um2 = 8090
die_x_um = 89.9
num_rows = 31
core_um2 = 7370
num_io_pins = 70
chipHeight_um = 89.9
initial_core_util_pct = 52.4

[worst_setup_path]
worstSetupEndpointType = register
critPathKind = input port to register
worst-r2r-setup-slack_ns = 6.47
cp-start-kind = input port
path_cells = clkdlybuf4s50_1, ha_1, a211oi_1, nor3_1, o2111ai_1, nand2_1, a211oi_1, nor2_1, a31oi_1, nand2b_1, xnor2_1
cp_max_fo = 4
path_delay_family = AND-OR/OR-AND gates
critPathMaxStageDelay_ns = 0.46
required_ns = 9.39
arrival_ns = 4.57
slowest_stage = clkdlybuf4s50_1
path_buffers = 1
cp_common_cell = a211oi_1

[power_and_ir_drop]
leakage_nw = 2.02
p_total_mw = 0.962
max-vdd-ir-drop_mv = 0.109
powerDensity_nw_per_um2 = 199

[global_routing]
grt_pass1_wl_mm = 14.5
antenna_found_initial = 0
track_usage_pct = 22.8
grt_util_met2_pct = 33.3
gr-usage-met1_pct = 39.2
grt_pass1_vias = 3084
met3_usage_pct = 3.26
grt_max_degree = 40
globalRouteOverflowTotal = 0
top_usage_layer = met1

[clock_network]
cts.clk_slew.worst_paths_ns = 0.07
cts-buffers-inserted = 9
cts_tree = built
cts_buffer_depth = 2
cts_root_buf = clkbuf_8
holdBufCountCts = 0
htreeDepth = 3
postCtsSetupRepairBufs = 0
ctsResizeCount = 0
cts.sinks = 64
clkLatencyLatePin_ns = 0.34

[final_timing]
fin_worst_skew_ns = 0.00959
rsz0062_at_grt = false
slew_headroom_pct = 50.5
period_minus_slack_ns = 4.47
hold_viol_final = 0
final-max-slew-violation-count = 0
setup_viol = 0
tightest_slew_ns = 0.742
tns_ns = 0
max_freq_mhz = 223
period_used_pct = 48.1

[detailed_routing]
drt-vias-per-instance = 5.48
insertedDiodeCount = 0
route.detailed.drc = 0
drt_iter0_drc = 166
routed_wl_mm = 8.45
drt-wirelength-per-cell_um = 14.4
drtAntennaViolNets = 0
first_pass_iters = 4
vias = 3210

[layout]
drive_gt1_share_pct = 5.95
area_delta_synth_final_pct = 25.3
seqCellArea_um2 = 1600
comb_area_um2 = 2170
num-fill-cells = 588

[job]
warning_count = 26
drv_cap = 0

[placement]
portBuffers = 69
place_hpwl_mm = 6.06
gp_congestion = 0.945

[min_path]
hold_class = register to register

[outcome]
status = finished clean

[metrics by stage]
| stage | worst slack (ns) | instances | hold slack (ns) | util [%] | area (um2) |
|---|---|---|---|---|---|
| floorplan | 5.11 | 417 | 0.436 | - | 3860 |
| global placement | 4.49 | 570 | 0.442 | 63.0 | 4640 |
| detailed placement | 4.48 | 570 | 0.448 | 63.0 | 4640 |
| CTS | 4.83 | 586 | 0.458 | 65.7 | 4840 |
| global route | 4.60 | 586 | 0.475 | 65.7 | 4840 |
| finish | 4.83 | 586 | 0.456 | 65.7 | 4840 |
[sequential cells by signal, indices dropped and copies added, names as in the netlist]
name	cells
sum	32
Y	32
[cell families (layout without fill, tap and decap cells)]
group	count (synthesis)	in the layout	share of synthesized area, %
compound gates	131	131	21.9
simple gates	130	130	15.7
flops	64	64	41.4
fa+ha+maj	32	32	10.6
xor+xnor	31	31	7.02
buf+inv	27	97	2.88
mux	2	2	0.518
[metal layers]
| metal | up-vias | part of all wire, % |
|---|---|---|
| li1 | 1664 | - |
| met1 | 1461 | 50 |
| met2 | 76 | 44 |
| met3 | 9 | 4.2 |
| met4 | 0 | 1.1 |
| met5 | - | 0 |
[area by class of cell]
cell class	instances	share of cell area, %
flip-flops and latches	64	33.1
well taps	99	2.56
clock buffers	10	2.64
clock inverters	6	1.42
multi-input cells	326	44.8
repair buffers	73	14.9
inverters	8	0.620
[report_power, final]
| part | internal (mW) | switching, mW | total, mW |
|---|---|---|---|
| clock | 0.125 | 0.111 | 0.236 |
| sequential | 0.355 | 0.0186 | 0.374 |
| combinational | 0.166 | 0.186 | 0.352 |
| total | 0.646 | 0.316 | 0.962 |
[final timing paths]
path                            depth (start not counted)                    to                  from
worst max-delay path                                   11       Y[31]$_DFFE_PP_                  A[1]
worst min-delay path                                    2  sum[12]$_SDFFE_PP0P_  sum[12]$_SDFFE_PP0P_
worst max register to register                         10       Y[28]$_DFFE_PP_   sum[0]$_SDFFE_PP0P_
worst min register to register                          2  sum[12]$_SDFFE_PP0P_  sum[12]$_SDFFE_PP0P_
[placed cells by master (no fill, tap or decap), types with 2 or more instances in the layout]
master / n
a31oi_1: 4
a211oi_1: 5
nand4b_1: 2
edfxtp_1: 32
clkbuf_8: 9
clkinv_4: 2
and3_1: 5
nand3b_1: 3
nand4_1: 5
buf_4: 4
ha_1: 31
xor2_1: 9
o21ai_0: 15
and2b_1: 2
or3_1: 2
inv_1: 8
nor2_1: 21
o21bai_1: 6
nand3_1: 6
nor3_1: 6
o22ai_1: 2
o21a_1: 4
nand2_1: 64
nor3b_1: 2
o211a_1: 3
o211ai_1: 2
mux2i_1: 2
a21oi_1: 54
a21o_1: 19
a21oi_2: 2
xnor2_1: 22
dfxtp_1: 32
clkdlybuf4s50_1: 69
nor4_1: 2
nand2b_1: 4
[worst reg2reg max path, delay by kind of cell, from the launching register on]
family	cells	cell delay, ns
xor gates and xnor gates	1	0.10
and+or+nand+nor	1	0.19
AOI/OAI and AO/OA	6	1.37
adders and majority gates	2	0.61
DFF	1	0.32
