`design/flow/constraint.sdc`:
```
current_design comb_shifter

set clk_period 1.7
set clk_io_pct 0.2

create_clock -name clk0 -period $clk_period

set non_clock_inputs [all_inputs -no_clocks]
set_input_delay [expr $clk_period * $clk_io_pct] -clock clk0 $non_clock_inputs
set_output_delay [expr $clk_period * $clk_io_pct] -clock clk0 [all_outputs]
```
`design/flow/design.v`:
```
module comb_shifter(
    input [7:0] A,
    input [3:0] n,       
    input dir,           
    output reg [7:0] Y   
);
  always @* begin
    case (n)
      4'b0000: Y = A;                              
      4'b0001: Y = (dir == 0) ? A >> n : A << n;   
      4'b0010: Y = (dir == 0) ? A >> n : A << n;   
      4'b0011: Y = (dir == 0) ? A >> n : A << n;   
      4'b0100: Y = (dir == 0) ? A >> n : A << n;   
      4'b0101: Y = (dir == 0) ? A >> n : A << n;
      4'b0110: Y = (dir == 0) ? A >> n : A << n;
      4'b0111: Y = (dir == 0) ? A >> n : A << n;   
      default: Y = 8'b0000_0000;                   
    endcase
  end
endmodule
```
`design/flow/config.mk`:
```
export PLATFORM = sky130hd
export DESIGN_NAME = comb_shifter
export DESIGN_NICKNAME = comb_shifter
export VERILOG_FILES = /design/flow/design.v
export SDC_FILE = /design/flow/constraint.sdc
export NUM_CORES = 4
export LEC_CHECK = 1
export CORE_AREA = 10 10 70 70
export DIE_AREA = 0 0 80 80
```
`design/flow/run.sh`:
```
#!/bin/bash
# OpenROAD 26Q1-2900-gdf79404cd8, Yosys 0.63+post, stock flow scripts
make -C /OpenROAD-flow-scripts/flow DESIGN_CONFIG=/design/flow/config.mk WORK_HOME=/design/flow/orfs finish
```
==> commit_impl_results.txt <==
Add synthesis and place-and-route results

- The first global-routing pass estimated roughly 5300 microns of wire.
- Setup WS post-layout: -124 ps
* Yosys warning tally: 1
* Pre-Repair DR Iteration Count: 4
* Pin count of the biggest net entering global routing: 9
- Per the layout area report, the register area comes to 0 sq um.
- Status: finished, violations left
- After detailed routing, the average wire length per cell comes to roughly 16 microns.
* Placement row count: 21
- Type of the setup path with the least slack: primary input to output pin
- The final reports fail on setup timing.
- Sequential area share after synthesis: 0
- Met1 routed wirelength after detailed routing: 1550 microns
- Worst endpoint data arrival time: 1480 ps
- Detailed-route via count: a little over 1,000
- For this configuration, the core starts out at a cell density of 0.186.
- The floorplan step defined a core boundary enclosing between 3000 and 4000 sq um.
* Yosys cell count: 96
- Post-cts hold-fix buffer tally: 0
- Metal2 WL: 1530 microns
- After the flow finishes, the layout carries non-filler instances totaling 202.
* Yosys Chip Area: 634 sq um
- In this run the layout overhead on the synthesized area is reported as 118%.
* Average footprint of a synthesized cell: 6.61 sq um
- Number of max-slew violations in the final report: 0
* Number of antenna violations at the first check in global routing: 0
- Setup repair after global routing could not meet its margin everywhere.
- Count of tool warnings: 34
- Final Routed Wirelength: 3300 microns
- Number of sequential cells in the layout: 0
- RePlAce ended its routability-driven mode at a weighted congestion of 0.889.
* Total of max-cap violations: 0
- Die W: approximately 80 microns
- Of the cells placed in the final design, the portion with a size suffix greater than 1 is 0.654.
- Static timing analysis puts the maximum clock frequency at 548 MHz.
- After synthesis, the netlist uses 37 different library cells.
- Final setup violation count: 7
- The synthesized instance count is 96.
- Dividing the final minimum period by the clock period gives 1.07.
- In the global route stage, overall resource usage came out at 0.0981.
* Setup crit end kind: output pin
* Remaining max-slew budget at the tightest pin: 0.831
* Remaining routing DRC violations: 0
- Per the layout report, the design carries 329 filler cells.
- The report lists the power per cell area as 253 nW/um^2.
- Congestion Overflow GR: 0
- Routed length on met3: about 190 microns
- For the pin with the worst max-slew slack, the measured transition is around 250 ps.
- Utilization after layout: 0.405
- Signal routing reaches up to met4.
- Once detailed placement completed, the half-perimeter wirelength came to 2090 microns.
- Clock buf count: 0
- DRC violation total after the first TritonRoute iteration: ~70
* Post-layout minimum cycle time: roughly 1800 ps
* Minimum hold slack: 1130 ps
- STA classifies the critical path startpoint as a primary input.
- Max VDD drop: 0.127 mV
- # IOs: 21
- The data required time reported for the critical path is 1360 ps.
- Netlist area before placement: 634 sq um
* Vias/cell: approximately 5.1
* Final number of hold-violating endpoints: 0
* Leakage power total: 0.615 nW
- Post-DRT Antenna Nets: 0
* Kind of path behind the tightest hold check: primary input to output pin
- The final antenna diode tally reported by the flow is 0.
* Floorplan die height: 80 microns
- Buffers on Ports: 21
- Largest fanout on the critical path: 8
* Die area: 6400 sq um
- Placed cell count: roughly 190
- Via count of the first global-routing pass: 1,058
[cell usage in the layout, fill, tap and decap left out, drive strengths merged, types with 2 or more instances in the layout]
| cell type | count |
|---|---|
| buf | 60 |
| nand2 | 12 |
| o21ai | 8 |
| nand2b | 8 |
| clkdlybuf4s15 | 7 |
| a21oi | 7 |
| nor3 | 6 |
| mux2i | 6 |
| nand3 | 4 |
| nor2 | 4 |
| nand3b | 3 |
| a31oi | 3 |
| inv | 3 |
| a32oi | 2 |
| dlygate4sd2 | 2 |
| o22ai | 2 |
| mux2 | 2 |
[cell usage after synthesis, types with 3 or more instances]
cell type	count	area [sq um]
sky130_fd_sc_hd__inv_1	3	11.3
sky130_fd_sc_hd__nand2_1	11	41.3
sky130_fd_sc_hd__buf_6	3	33.8
sky130_fd_sc_hd__o21ai_0	6	30.0
sky130_fd_sc_hd__a21oi_1	7	35.0
sky130_fd_sc_hd__buf_2	5	25.0
sky130_fd_sc_hd__nor2_1	4	15.0
sky130_fd_sc_hd__nand3_1	4	20.0
sky130_fd_sc_hd__a31oi_1	3	18.8
sky130_fd_sc_hd__nand3b_1	3	22.5
sky130_fd_sc_hd__nand2b_1	8	50.1
sky130_fd_sc_hd__nor3_1	6	30.0
sky130_fd_sc_hd__mux2i_1	6	60.1
[power breakdown]
group          total, mW  leakage (nW)  internal (mW)  switching (mW)
Clock                  0             0              0               0
Sequential             0             0              0               0
Combinational      0.350         0.615          0.189           0.161
Total              0.350         0.615          0.189           0.161
[metrics by stage]
step | total power, mW | area (sq um) | setup TNS (ps) | worst slack (ps)
after global placement | 0.266 | 1100 | -6750 | -955
after global routing | 0.373 | 1380 | -825 | -148
after floorplan | 0.120 | 634 | 0 | 163
after CTS | 0.324 | 1340 | -450 | -143
after detailed placement | 0.265 | 1100 | -6690 | -934
final | 0.350 | 1380 | -453 | -124
[cell families (layout without fill, tap and decap cells)]
logic type	after synthesis	in the layout	share of synthesized area
AND-OR/OR-AND	32	32	0.355
buffers and inverters	12	72	0.122
AND/OR/NAND/NOR	43	43	0.357
multiplexers	9	9	0.166
[area by class of cell]
type	count	area, sq um	share of cell area
Multi-Input combinational cell	84	716	0.518
Timing Repair Buffer	69	598	0.433
Tap cell	46	57.6	0.0416
Inverter	3	11.3	0.00814
[metal layers]
| layer | global-route usage | up-vias |
|---|---|---|
| met2 | 0.156 | 40 |
| met4 | 0.0123 | 0 |
| met5 | 0 | - |
| met3 | 0.00909 | 3 |
| met1 | 0.143 | 500 |
| li1 | - | 489 |
[critical path, stage by stage]
cell	delay, ps
sky130_fd_sc_hd__buf_8	110
sky130_fd_sc_hd__buf_12	140
sky130_fd_sc_hd__mux2i_4	190
sky130_fd_sc_hd__mux4_2	490
sky130_fd_sc_hd__o21ai_2	120
sky130_fd_sc_hd__buf_2	100
[what timing repair did]
item	4_1_cts	5_1_grt
buffers inserted	12	0
cloned	2	0
gates resized	111	13
pin swaps	19	7
endpoints found under the setup margin	8	8
[path summary, 6_finish.rpt]
kind | from | endpoint | slack, ps | cells past startpoint
worst min-delay path | A[7] | Y[7] | 1130 | 5
worst max-delay path | n[1] | Y[7] | -120 | 6
Power and IR drop assume default switching activity.
