==> /design/flow/design.v <==
module s2x2(
    input in0, in1, sel,
    output reg out0, out1
);
  always @* begin
    if (sel == 0) begin
      out0 = in0;
      out1 = in1;
    end
    else begin
      out0 = in1;
      out1 = in0;
    end
  end
endmodule
module s4x4(
  input in0, in1, in2, in3,
  input [1:0] sela, selb,              
  output reg out0, out1, out2, out3
);
wire temp0, temp1, temp2, temp3;       
wire filler;                           
wire nosel;                            
assign nosel = 0;                      
s2x2 switch1(.in0(in0), .in1(in1), .sel(sela[0]), .out0(temp0), .out1(temp1));
s2x2 switch2(.in0(in2), .in1(in3), .sel(sela[1]), .out0(temp2), .out1(temp3));
s2x2 switch3(.in0(filler), .in1(filler), .sel(nosel), .out0(filler), .out1(filler));    
s2x2 switch4(.in0(filler), .in1(filler), .sel(nosel), .out0(filler), .out1(filler));    
always @* begin
  case (selb)
  2'b00: begin                         
  out0 = temp0; out1 = temp1;
  out2 = temp2; out3 = temp3;
  end
  2'b01: begin                         
    out0 = temp0; out1 = temp2;        
    out2 = temp1; out3 = temp3;        
  end
  2'b10: begin                         
  out0 = temp3; out1 = temp1;
  out2 = temp2; out3 = temp0;
  end
  2'b11: begin                         
  out0 = temp2; out1 = temp3;
  out2 = temp0; out3 = temp1;
  end
  default: begin                       
    out0 = 0; out1 = 0;
    out2 = 0; out3 = 0;
  end
  endcase
end
endmodule
==> /design/flow/run.sh <==
#!/bin/bash
# OpenROAD 26Q1-2900-gdf79404cd8, Yosys 0.63+post, stock flow scripts
make -C /OpenROAD-flow-scripts/flow DESIGN_CONFIG=/design/flow/config.mk WORK_HOME=/design/flow/orfs finish
==> /design/flow/config.mk <==
export PLATFORM = sky130hd
export DESIGN_NAME = s4x4
export DESIGN_NICKNAME = s4x4
export VERILOG_FILES = /design/flow/design.v
export SDC_FILE = /design/flow/constraint.sdc
export NUM_CORES = 4
export LEC_CHECK = 1
export CORE_AREA = 10 10 70 70
export DIE_AREA = 0 0 80 80
==> /design/flow/constraint.sdc <==
current_design s4x4

set clk_period 1.8
set clk_io_pct 0.2

create_clock -name clk0 -period $clk_period

set non_clock_inputs [all_inputs -no_clocks]
set_input_delay [expr $clk_period * $clk_io_pct] -clock clk0 $non_clock_inputs
set_output_delay [expr $clk_period * $clk_io_pct] -clock clk0 [all_outputs]
==> results_dict.tcl <==
# place-and-route summary
set metrics [dict create \
    first_pass_iters 2 \
    nClkBuffers 0 \
    ant_nets 0 \
    io_pins 12 \
    rsz0062_at_grt "no" \
    avgSynthCellArea_um2 7.507 \
    crit_type "in2out" \
    slew_violations 0 \
    cp-end-kind "output pin" \
    final_cells 82 \
    final_area_um2 376.6 \
    yosysUniqueCellTypes 8 \
    drcViolationCount 0 \
    crit_required_ns 1.44 \
    grt_pass1_wl_um 1083 \
    hold_end "out1" \
    fp_util 0.04835 \
    setup_viol 0 \
    hp-class "in2out" \
    maxSlewHeadroom 0.8508 \
    cts_setup_buffers 0 \
    antenna-diode-count 0 \
    synth_area_um2 165.2 \
    maxCapViolCount 0 \
    synth_cells 22 \
    area_growth_pct 128.0 \
    grt_usage 0.02102 \
    outcome "completed" \
    cts_hold_buf 0 \
    antenna_found_initial 0 \
    drt_iter0_drc 1 \
    grt_max_degree 7 \
    vias 219 \
    ys_seq_frac 0 \
    port_buffers 12 \
    grt_pass1_vias 219 \
    startpoint_type "input port" \
    seqCellArea_um2 0 \
    yosys_area_um2 165.2 \
    fp-row-count 21 \
    dp.cells 82 \
    place_area_um2 362.8 \
    dieWidth_um 80 \
    crit_arrival_ns 1.32 \
    gp_congestion 0.6973 \
    vdd_ir_drop_max_v 0.00002624 \
    fp.dieH_um 80 \
    worst_slew_pin_slew_ns 0.2225 \
    chip_area_um2 6400 \
    drive_gt1_frac 0.4722 \
    overflow 0 \
    p_leak_nw 0.1538 \
    warnings 32 \
    routed_wl_um 691 \
    min-delay-start "selb[0]" \
    routed_via_density 2.671 \
    flops 0 \
    yosys_warnings 2 \
    cp_max_fo 4 \
    period_minus_slack_ns 1.676 \
    core-area_um2 3416 \
    timing.final.crit_share 0.9313 \
    fmax_mhz 596.6 \
    p_per_area_nw_per_um2 217.8 \
    wire_per_inst_um 8.427 \
    hold_viol 0 \
    ys_cells 22 \
    holdWs_ns 1.248 \
    holdPathStages 3 \
]
==> worst max-delay path: stages <==
cell           delay, ns
dlygate4sd2_1       0.27
nor2b_1             0.14
a211oi_1            0.23
a21oi_1             0.06
dlygate4sd2_1       0.25
==> through the flow <==
step                        util  worst slack, ns  total power, mW  setup TNS (ns)
after floorplan                -           0.5187          0.03196               0
after global placement    0.1062          -0.5201          0.08445          -1.881
after detailed placement  0.1062          -0.5209          0.08480          -1.925
after CTS                 0.1073          0.03155          0.07991               0
after global routing      0.1103          0.04003          0.09206               0
final                     0.1103           0.1237          0.08201               0
==> metal layers <==
layer / track usage / vias up / part of all wire / routed length (µm)
met5: 0 / - / 0 / 0
li1: - / 107 / - / -
met1: 0.02902 / 101 / 0.46 / 318
met2: 0.02729 / 11 / 0.34 / 235
met3: 0.01477 / 0 / 0.20 / 137
met4: 0 / 0 / 0 / 0
==> worst max path at each step <==
stage / from / to / slack (ns) / depth (start not counted)
after CTS: sela[0] / out3 / 0.03 / 6
after global routing: in0 / out0 / 0.04 / 5
final: in0 / out0 / 0.12 / 5
==> cell usage after synthesis <==
cell type | instances | area share
xor2_1 | 2 | 0.11
mux2i_1 | 4 | 0.24
nor2b_1 | 2 | 0.076
a211oi_1 | 4 | 0.18
clkbuf_2 | 2 | 0.061
and2b_2 | 2 | 0.11
a21oi_1 | 4 | 0.12
xnor2_1 | 2 | 0.11
==> cell families (layout without fill, tap and decap cells) <==
family | count (synthesis) | in the layout | share of synthesized area
XOR/XNOR | 4 | 4 | 0.2122
AND-OR/OR-AND | 8 | 8 | 0.3030
AND/OR/NAND/NOR | 4 | 4 | 0.1818
multiplexers | 4 | 4 | 0.2424
buffers and inverters | 2 | 16 | 0.06061
==> power by group <==
group,internal [mW],switching (mW)
clock network,0,0
registers,0,0
logic,0.0472,0.0348
total,0.0472,0.0348
==> cell type report <==
cell class | instances | area (µm²)
fillers | 409 | 3039
multi-input cells | 20 | 195.2
well taps | 46 | 57.56
repair buffers | 16 | 123.9
==> timing repair <==
action / CTS / global route
gates resized: 26 / 7
setup endpoints to repair: 4 / 3
pin swaps: 3 / 3
==> layout by cell type, fill, tap and decap left out <==
cell           n
dlygate4sd2_1  8
mux2i_1        4
buf_2          3
buf_4          3
nor2b_1        2
a211oi_1       2
a21oi_1        2
xnor2_2        2
a211oi_2       2
a21oi_2        2
and2b_2        2
xor2_1         1
xor2_2         1
clkbuf_2       1
buf_6          1
Power figures rest on the tool's default switching activity, not on a simulated workload.
